## ./run.sh

```bash
#!/bin/bash
# OpenROAD 26Q1-2900-gdf79404cd8, Yosys 0.63+post, stock flow scripts
make -C /OpenROAD-flow-scripts/flow DESIGN_CONFIG=/design/flow/config.mk WORK_HOME=/design/flow/orfs finish
```

## ./config.mk

```make
export PLATFORM = sky130hd
export DESIGN_NAME = uart_regfile
export DESIGN_NICKNAME = uart_regfile
export VERILOG_FILES = /design/flow/design.v
export SDC_FILE = /design/flow/constraint.sdc
export NUM_CORES = 4
export LEC_CHECK = 1
export CORE_AREA = 10 10 70 70
export DIE_AREA = 0 0 80 80
```

## ./constraint.sdc

```tcl
current_design uart_regfile

set clk_period 1.0
set clk_io_pct 0.2

create_clock -name clk0 -period $clk_period [get_ports {clk}]

set non_clock_inputs [all_inputs -no_clocks]
set_input_delay [expr $clk_period * $clk_io_pct] -clock clk0 $non_clock_inputs
set_output_delay [expr $clk_period * $clk_io_pct] -clock clk0 [all_outputs]
```

## ./design.v

```verilog
module uart_regfile(
input clk,rst,wr_en,
input [2:0] addr,
input [31:0] wdata,
output reg [31:0] rdata,
input tx_busy,tx_done, rx_busy, rx_error,rx_done,
input [7:0] rx_data,
output tx_en,rx_en,
output reg rx_rst,tx_rst,tx_start,
output reg [7:0] tx_data
);
reg [1:0] ctrl_en;
assign tx_en = ctrl_en[0];
assign rx_en = ctrl_en[1];
reg[7:0] rx_data_latch;
wire [31:0] STATS_REG = {27'd0, rx_error, rx_done, tx_done, rx_busy, tx_busy};
localparam  CTRL=3'd0,
            STATS=3'd1,
            TXDATA=3'd2,
            RXDATA=3'd3;
always @(posedge clk or negedge rst) begin
    if (!rst) begin
        ctrl_en <= 2'b00;
        rx_rst <= 1'b0;
        tx_rst <= 1'b0;
        rx_data_latch <= 8'b0;
        tx_data <= 8'b0;
        rdata <= 32'b0;
        tx_start <= 0;
    end else begin
        tx_rst <= 1'b0;
        if (rx_done) begin
            rx_data_latch <= rx_data;
        end
     if (wr_en) begin
        case(addr)
        CTRL: begin
            ctrl_en <= wdata[1:0];
            if (wdata[2]) tx_rst <= 1'b1;
            else tx_rst <= 1'b0;
            if (wdata[3]) rx_rst <= 1'b1;
            else rx_rst <= 1'b0;
        end
        TXDATA: begin
            if(wr_en) begin
            tx_data <= wdata[7:0];
            tx_start <=1'b1;
            end
        end
        endcase
     end
    end
end
always @(*) begin
    case(addr)
    CTRL: rdata = {28'b0,rx_rst,tx_rst, ctrl_en};
    STATS: rdata = STATS_REG;
    TXDATA: rdata = {24'b0, tx_data};
    RXDATA: rdata = {24'b0, rx_data_latch};
    default: rdata = 32'b0;
    endcase
end
endmodule
```

==> flow_summary.ini <==
; flow metrics
[die]
chip_area_sq_um = 6400
core_sq_um = 3420
fp_util_pct = 21.9
die_x_um = 80
pin_count = 96
die_h_um = 80
rows = 21

[route]
drtIter0Drc = 27
wl_met3_um = 134
wl_per_cell_um = 12.6
final_antenna_net_count = 0
vias = 457
m1WireLength_um = 717
diodes = 0
firstDrtPassIters = 2
highest_layer = met3
wl_met2_mm = 1.00
via_per_inst = 3.11
drc_errors = 0
drt-total-wl_mm = 1.86

[yosys]
avgSynthCellArea_sq_um = 12.0
syn_area_sq_um = 747
syn_inst = 62
synth_chip_area_sq_um = 747
synth_cell_types = 8
ys_cells = 62
synth-seq-area-share_pct = 43.6
ys.flops = 13
ys_warn_count = 65

[final_timing]
fmaxAchievable_mhz = 1010
drv_slew = 0
whs_ns = 0.235
fin_ws_ns = 0.0127
min_period_over_period_pct = 98.7
hold_violations = 0
setup_tns_ns = 0
grt_setup_unrepaired = true
fin_skew_ns = 0
final-setup-viol-count = 0
fin_crit_ns = 0.987

[clock_tree]
cts_htree_levels = 1
cts_sinks = 13
tritoncts = yes
cts_root_buffer = clkbuf_4
clk_path_buf_depth = 2
clk_transition_reported_paths_ns = 0.07
clock_latency_ns = 0.26
numCtsBuffers = 3
postCtsHoldBufs = 0

[run]
drv.max_cap_violation_count = 0
warnings = 64

[critical_path]
critPathMaxStageDelay_ns = 0.33
critPathLaunchType = input port
path_buffers = 2
worstSetupPathType = in2reg
cpLargestDelayFamily = simple AND/OR/NAND/NOR gates
crit_slowest_cell = nor4bb_4
crit_required_ns = 1.15
cp_max_fo = 4
endpoint_kind = flip-flop
path_depth = 4
reg2reg_depth = 2
crit_chain = buf_8 > nor4bb_4 > buf_4 > mux2_4
critPathArrivalTime_ns = 1.14

[global_routing]
grt_pass1_vias = 567
gr-usage-all-layers_pct = 5.59
antenna_found_initial = 0
grt_overflow = 0
grt_pass1_wl_mm = 2.84
grt_max_degree = 14

[cells_and_area]
logic_area_sq_um = 347
syn_to_final_growth_pct = 39.7
drive_above_1_share_pct = 44.6
fillCellCount = 360
seq_area_sq_um = 325

[hold_path]
min_path_type = in2async

[power]
p_leak_nw = 0.543
vdd_drop_max_mv = 0.452
power_density_nw_per_um2 = 1350

[run_status]
status = finished clean

[place]
portBuffers = 26
dp_hpwl_mm = 1.56
globalplace.congestion = 0.677
pre_cts_ws_ns = -0.696
[routing by layer]
| metal | track usage, % | vias to the layer above |
|---|---|---|
| li1 | - | 213 |
| met1 | 6.38 | 220 |
| met2 | 9.71 | 24 |
| met3 | 2.50 | 0 |
| met4 | 0.528 | 0 |
| met5 | 0 | - |
[repair_timing]
| action | 4_1_cts | 5_1_grt |
|---|---|---|
| buffers inserted | 4 | 1 |
| pin swaps | 1 | 1 |
| cloned | 1 | 0 |
| gates resized | 72 | 3 |
| endpoints found under the setup margin | 26 | 11 |
[cell type report]
type                       count  share of cell area, %
multi-input combinational     47                   33.2
timing repair buffer          37                   27.6
clock buffer                   4                   2.52
tap                           46                   5.52
sequential                    13                   31.2
[worst paths after layout]
kind                                 start         end  slack, ns
worst min register to register    tx_start    tx_start       0.48
min in group clk0                  addr[0]  tx_data[6]       0.40
worst max-delay path               addr[0]  tx_data[0]       0.01
worst max register to register  tx_data[5]  tx_data[5]       0.12
max in group asynchronous              rst  ctrl_en[0]       0.61
worst min-delay path                   rst  tx_data[1]       0.24
[synth_stat cells, drive strengths merged]
| cell type | number | area (sq um) |
|---|---|---|
| and2 | 1 | 6.26 |
| buf | 33 | 248 |
| conb | 1 | 3.75 |
| dfrtp | 13 | 325 |
| mux2 | 11 | 124 |
| nor4b | 1 | 23.8 |
| nor4bb | 1 | 10.0 |
| or2 | 1 | 6.26 |
[report_power, final]
| group | internal [mW] | switching, mW |
|---|---|---|
| Clock | 0.154 | 0.150 |
| Combinational | 0.322 | 0.109 |
| Sequential | 0.626 | 0.0473 |
[stage by stage]
stage               instances  utilization (%)  cell area, sq um  total power [mW]
global route              147             30.5              1040              1.52
CTS                       147             30.1              1030              1.45
finish                    147             30.5              1040              1.41
global placement          138             29.2               996              1.13
detailed placement        138             29.2               996              1.13
floorplan                  93                -               875             0.855
[sequential cells by signal (all words and copies together) (netlist names)]
signal,cells
ctrl_en,2
rx_rst,1
tx_data,8
tx_rst,1
tx_start,1
[kinds of logic after synthesis]
kind of cell / Yosys count / share of synthesized area [%]
multiplexers: 11 / 16.6
other: 1 / 0.502
buffers and inverters: 33 / 33.2
flip-flops: 13 / 43.6
AND/OR/NAND/NOR: 4 / 6.20
[cells in the final DEF (no fill, tap or decap), drive strengths merged]
cell and count:
and2 1, buf 28, clkdlybuf4s50 9, dfrtp 13, conb 32, nor4b 1, nor4bb 1, clkbuf 4
or2 1, mux2 11
Power is estimated from default activity; no workload was simulated.

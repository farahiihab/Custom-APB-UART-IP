$ cat design/flow/run.sh
#!/bin/bash
# OpenROAD 26Q1-2900-gdf79404cd8, Yosys 0.63+post, stock flow scripts
make -C /OpenROAD-flow-scripts/flow DESIGN_CONFIG=/design/flow/config.mk WORK_HOME=/design/flow/orfs finish
$ cat design/flow/constraint.sdc
current_design apb_interface

set clk_period 1.0
set clk_io_pct 0.2

create_clock -name clk0 -period $clk_period [get_ports {PCLK}]

set non_clock_inputs [all_inputs -no_clocks]
set_input_delay [expr $clk_period * $clk_io_pct] -clock clk0 $non_clock_inputs
set_output_delay [expr $clk_period * $clk_io_pct] -clock clk0 [all_outputs]
$ cat design/flow/design.v
module apb_interface(
    input PCLK, PRESETn,PSEL, PENABLE,
    input [31:0]PADDR, PWDATA,  
    input PWRITE,
    output reg [31:0] PRDATA,
    output reg PREADY,
    input [31:0] rf_rdata,
    output reg rf_wr_en, rf_rd_en,
    output reg [2:0] rf_addr,
    output reg [31:0] rf_wdata
);
always @(posedge PCLK or negedge PRESETn) begin
if (!PRESETn) begin
    PRDATA <= 32'b0;
    PREADY <= 1'b0;
    rf_wr_en <= 1'b0;
    rf_rd_en <= 1'b0;
    rf_addr <= 3'b0;
    rf_wdata <= 32'b0;
end else begin
    rf_wr_en <= 1'b0;
    rf_rd_en <= 1'b0;
    PREADY <= 0; 
    if(PSEL && !PENABLE) begin
            rf_addr <= PADDR[4:2]; 
            rf_wdata <= PWDATA; 
        end
    if (PSEL && PENABLE) begin
        PREADY <= 1'b1;
        if (PWRITE) begin
            rf_wr_en <= 1'b1;
        end else begin
            rf_rd_en <= 1'b1;
            PRDATA <= rf_rdata;
        end
    end
end
end 
endmodule
$ cat design/flow/config.mk
export PLATFORM = sky130hd
export DESIGN_NAME = apb_interface
export DESIGN_NICKNAME = apb_interface
export VERILOG_FILES = /design/flow/design.v
export SDC_FILE = /design/flow/constraint.sdc
export NUM_CORES = 4
export LEC_CHECK = 1
export CORE_UTILIZATION = 50
==> results.yml <==
# implementation run metrics
route:
  wl_per_cell_microns: 20.2
  routed_wirelength_mm: 8.41
  initialDrtViolationCount: 95
  ant_nets: 0
  avgViaCountPerCell: 4.94
  drc: 0
  vias: 2060
  diodes: 0
  drtPass1Iterations: 4
power:
  finalPower_mw: 7.51
  peakVddDrop_uv: 1540
  p_per_area_nw_per_um2: 1620
  p_leak_nw: 2.26
clock_network:
  ctsHtreeMaxLevel: 3
  cts_inserted_buffers: 9
  cts_root_buf: "clkbuf_8"
  cts_buffer_depth: 2
  cts_tree: "done"
  cts_sinks: 70
  clkLatencyLatePin_ns: 0.33
  clk_pin_slew_worst_paths_ns: 0.07
setup_path:
  path_class: "flop to output port"
  cp_slowest_cell: "dfrtp_1"
  crit_arrival_ns: 0.91
  cp_max_fo: 2
  timing.rr.start: "rf_wdata[31]"
  path_cells: "buf_6"
  cp_slowest_stage_delay_ns: 0.43
  worst_setup_path_start_kind: "flop"
  crit_path_end_kind: "output port"
  critPathTopFamily: "flip-flops"
  reg2reg_depth: 3
  critPathBufInv: 1
  critical_path_required_ns: 0.80
  r2r_slack_ns: -0.03
  reg2reg_to: "rf_wdata[31]"
global_route:
  grt.total_usage_pct: 30.6
  grt-ovfl-total: 0
  grt_pass1_wl_mm: 12.4
  grt_start_max_net_pins: 71
  grt_pass1_vias: 2204
  antenna_found_initial: 0
yosys:
  largest_area_cell: "dfrtp_1"
  synth_area_sq_um: 2770
  syn_area_per_cell_sq_um: 18.6
  yosys-stat-area_sq_um: 2770
  yosysUniqueCellTypes: 11
  synthTopCellsByArea: "dfrtp_1, mux2_4, mux2_2"
  ys_cells: 149
  yosys.area.top_type_share_pct: 63.2
  synth_warnings: 1
  synth_cells: 149
  ys.flops: 70
  ys_seq_share_pct: 63.2
job:
  drv_cap: 0
  warning_count: 60
final_timing:
  post-route-period-util_pct: 111
  post-route-min-period_ns: 1.11
  fmax_mhz: 903
  rsz0062_at_grt: "yes"
  skew_ns: 0
  hold_violations: 70
  setup-violations-final: 72
  fin_tns_setup_ns: -2.62
  worst-slew-pin-transition_ns: 0.374
  holdWs_ns: -0.0974
  maxSlewViolCount: 0
  slew_headroom_pct: 75.1
  fin_ws_ns: -0.107
floorplanning:
  fp-row-count: 26
  dieWidth_microns: 76.5
  ios: 171
  dieArea_sq_um: 5840
  die_h_microns: 76.5
  design.core.area_sq_um: 5240
  initCoreUtil_pct: 52.9
cells_and_area:
  lay_top_cells: "buf_2, dfrtp_1, clkdlybuf4s50_1"
  area_delta_synth_final_pct: 67.1
  drive_above_1_share_pct: 56.8
  num-fill-cells: 235
  layout_top_cell: "buf_2"
status:
  violations: "hold timing, setup timing"
  run_status: "finished, violations left"
placed_design:
  numPortBuffers: 141
  dp_hpwl_mm: 4.39
  gp_congestion: 0.743
hold_path:
  min_path_type: "input port to asynchronous set/reset pin"
routing by layer:
metal  track usage, %  up-vias  wire length, microns  part of all wire, %
met5                0        -                     0                    0
met3             12.8       19                   832                  9.9
li1                 -      907                     -                    -
met2             46.7      102                  3890                   46
met1             43.4     1032                  3400                   40
met4             7.31        0                   276                  3.3
worst max path at each step:
stage / startpoint / to / cells past startpoint
5_1_grt: PRDATA[7] / PRDATA[7] / 1
6_report: PRDATA[12] / PRDATA[12] / 1
4_1_cts: PRDATA[12] / PRDATA[12] / 1
synth_stat cells (all sizes together):
master / number
nand3b: 1
nor2b: 1
and3: 1
inv: 1
dfrtp: 70
mux2: 67
buf: 7
and2: 1
power breakdown:
group	internal, mW	switching [mW]
Sequential	3.29	0.267
Combinational	1.34	0.505
Clock	1.16	0.949
Total	5.79	1.72
kinds of logic after synthesis:
| family | Yosys count | share of synthesized area (%) |
|---|---|---|
| and+or+nand+nor | 4 | 1.58 |
| buffers and inverters | 8 | 3.93 |
| DFF | 70 | 63.2 |
| muxes | 67 | 31.3 |
through the flow:
stage | instances | area (sq um) | utilization, % | setup WS (ns)
final | 417 | 4630 | 88.4 | -0.107
after global routing | 417 | 4630 | 88.4 | -0.139
after CTS | 407 | 4540 | 86.6 | -0.112
after detailed placement | 362 | 4300 | 82.0 | -0.640
after global placement | 362 | 4300 | 82.0 | -0.615
after floorplan | 149 | 2780 | - | -0.0164
layout make-up:
| cell class | count | area [sq um] | share of cell area (%) |
|---|---|---|---|
| clock buffer | 15 | 186 | 4.02 |
| inverter | 1 | 3.75 | 0.0810 |
| multi-input combinational | 71 | 920 | 19.9 |
| sequential | 70 | 1750 | 37.8 |
| tap | 70 | 87.6 | 1.89 |
| timing repair buffer | 190 | 1680 | 36.3 |
state kept, by name, indices dropped and copies added (netlist names):
| name | count |
|---|---|
| PRDATA | 32 |
| rf_wdata | 32 |
| rf_addr | 3 |
| PREADY | 1 |
| rf_rd_en | 1 |
| rf_wr_en | 1 |
repair_timing:
action	CTS	global route
setup buffers	25	12
endpoints found under the hold margin	70	70
gates resized	236	7
gates cloned	6	0
setup endpoints to repair	137	85
Power figures rest on the tool's default switching activity, not on a simulated workload.
